==> design.v <==
`timescale 1ns / 1ps
module spi_master #(
  parameter CPOL         = 1'b0,           
  parameter CPHA         = 1'b0,           
  parameter WIDTH        = 8,              
  parameter LSB          = 1'b0,           
  parameter BAUD_RATE    = 8               
) (
  input                  i_clk,            
  input                  i_rst,            
  input                  i_miso,           
  output reg             o_sck,            
  output reg             o_mosi,           
  output reg             o_ss_n,           
  input                  i_reset,          
  input                  i_ss_n_en,        
  input                  i_tx_data_valid,  
  input      [WIDTH-1:0] i_tx_data,        
  output reg             o_tx_int,         
  output reg [WIDTH-1:0] o_rx_data,        
  output reg             o_rx_int          
);
  reg             [WIDTH-1:0] r_shift_miso;
  reg             [WIDTH-1:0] r_shift_mosi;
  reg     [$clog2(WIDTH)-1:0] r_rx_counter;
  reg [$clog2(BAUD_RATE)-1:0] r_baud_counter;
  reg                         r_tx_valid;
  reg                   [3:0] r_ss_n_state;
  always @(posedge i_clk) begin
    if (i_rst) begin
      r_ss_n_state <= 'h0;
      o_ss_n       <= 1'b1;
    end else if (i_reset) begin
      r_ss_n_state <= 'h0;
      o_ss_n       <= 1'b1;
    end else begin
      o_ss_n          <= ~i_ss_n_en;
      r_ss_n_state[0] <= i_ss_n_en;
      r_ss_n_state[1] <= r_ss_n_state[0];
      r_ss_n_state[2] <= r_ss_n_state[1];
      r_ss_n_state[3] <= r_ss_n_state[2];
    end
  end
  always @(posedge i_clk) begin
    if (i_rst) begin
      o_sck          <= CPOL;
      r_baud_counter <= 0;
    end else if (i_reset) begin
      o_sck          <= CPOL;
      r_baud_counter <= 0;
    end else if (r_ss_n_state != 4'b1111) begin
      o_sck          <= CPOL;
      r_baud_counter <= 0;
    end else begin 
      r_baud_counter <= r_baud_counter + 1;
      if (r_baud_counter == BAUD_RATE / 2)
        o_sck <= ~o_sck;
      else if (r_baud_counter == 0)
        o_sck <= ~o_sck;
    end
  end
  always @(posedge i_clk) begin
    if (i_rst) begin
      o_rx_int     <= 1'b0;
      o_rx_data    <= 'h0;
      r_rx_counter <= 0;
      r_shift_miso <= 0;
    end else if (i_reset) begin
      o_rx_int     <= 1'b0;
      o_rx_data    <= 'h0;
      r_rx_counter <= 0;
      r_shift_miso <= 0;
    end else if (r_ss_n_state != 4'b1111) begin
      o_rx_int     <= 1'b0;
      r_rx_counter <= 0;
      r_shift_miso <= 0;
    end else begin
      if (CPHA) begin
        if (r_baud_counter == BAUD_RATE / 2) begin
          r_shift_miso <= 
{r_shift_miso[WIDTH-2:0], i_miso};
          if (r_rx_counter == WIDTH-1) begin
            o_rx_data    <= {r_shift_miso[WIDTH-2:0], i_miso};
            r_rx_counter <= 0;
            o_rx_int     <= 1'b1;
          end else begin
            r_rx_counter <= r_rx_counter + 1;
            o_rx_int     <= 1'b0;
          end
        end
      end else begin
        if (r_baud_counter == 0) begin
          r_shift_miso <= {r_shift_miso[WIDTH-2:0], i_miso};
          if (r_rx_counter == WIDTH-1) begin
            o_rx_data    <= {r_shift_miso[WIDTH-2:0], i_miso};
            o_rx_int     <= 1'b1;
            r_rx_counter <= 0;
          end else begin
            r_rx_counter <= r_rx_counter + 1;
            o_rx_int     <= 1'b0;
          end
        end
      end
    end
  end
  always @(posedge i_clk) begin
    if (i_rst)
      r_tx_valid <= 0;
    else if (i_reset)
      r_tx_valid <= 0;
    else
      r_tx_valid <= i_tx_data_valid;
  end
  always @(posedge i_clk) begin
    if (i_rst) begin
      o_tx_int     <= 1'b0;
      o_mosi       <= 1'b0;
      r_shift_mosi <= 0;
    end else if (i_reset) begin
      o_tx_int     <= 1'b0;
      o_mosi       <= 1'b0;
      r_shift_mosi <= 0;
    end else if (o_ss_n) begin
      o_tx_int     <= 1'b0;
      o_mosi       <= 1'b0;
      r_shift_mosi <= 0;
    end else if (r_ss_n_state == 4'b0011) begin
      if (r_tx_valid) begin
        o_tx_int     <= 1'b1;
        r_shift_mosi <= i_tx_data;
        if (LSB) begin
          o_mosi <= i_tx_data[0];
        end else begin
          o_mosi <= i_tx_data[WIDTH-1];
        end
      end
    end else if (r_ss_n_state == 4'b1111) begin
      if (CPHA) begin
        if (r_baud_counter == 0) begin
          if ({o_tx_int, o_rx_int} == 2'b01) begin
            if (r_tx_valid) begin
              o_tx_int     <= 1'b1;
              r_shift_mosi <= i_tx_data;
              if (LSB) begin
                o_mosi <= i_tx_data[0];
              end else begin
                o_mosi <= i_tx_data[WIDTH-1];
              end
            end else begin
              o_tx_int <= 1'b0;
              if (LSB) begin
                o_mosi <= r_shift_mosi[r_rx_counter];
              end else begin
                o_mosi <= 
r_shift_mosi[(WIDTH-1) - r_rx_counter];
              end
            end
          end else begin
            o_tx_int <= 1'b0;
            if (LSB) begin
              o_mosi <= r_shift_mosi[r_rx_counter];
            end else begin
              o_mosi <= r_shift_mosi[(WIDTH-1) - r_rx_counter];
            end
          end
        end
      end else begin
        if (r_baud_counter == BAUD_RATE / 2) begin
          if ({o_tx_int, o_rx_int} == 2'b01) begin
            if (r_tx_valid) begin
              o_tx_int     <= 1'b1;
              r_shift_mosi <= i_tx_data;
              if (LSB) begin
                o_mosi <= i_tx_data[0];
              end else begin
                o_mosi <= i_tx_data[WIDTH-1];
              end
            end else begin
              o_tx_int <= 1'b0;
              if (LSB) begin
                o_mosi <= r_shift_mosi[r_rx_counter];
              end else begin
                o_mosi <= r_shift_mosi[(WIDTH-1) - r_rx_counter];
              end
            end
          end else begin
            o_tx_int <= 1'b0;
            if (LSB) begin
              o_mosi <= r_shift_mosi[r_rx_counter];
            end else begin
              o_mosi <= r_shift_mosi[(WIDTH-1) - r_rx_counter];
            end
          end
        end
      end
    end
  end
endmodule
==> run.sh <==
#!/bin/bash
# OpenROAD 26Q1-2900-gdf79404cd8, Yosys 0.63+post, stock flow scripts
make -C /OpenROAD-flow-scripts/flow DESIGN_CONFIG=/design/flow/config.mk WORK_HOME=/design/flow/orfs finish
==> config.mk <==
export PLATFORM = sky130hd
export DESIGN_NAME = spi_master
export DESIGN_NICKNAME = spi_master
export VERILOG_FILES = /design/flow/design.v
export SDC_FILE = /design/flow/constraint.sdc
export NUM_CORES = 4
export LEC_CHECK = 1
export CORE_AREA = 10 10 102 102
export DIE_AREA = 0 0 112 112
==> constraint.sdc <==
current_design spi_master

set clk_period 2.0
set clk_io_pct 0.2

create_clock -name clk0 -period $clk_period [get_ports {i_clk}]

set non_clock_inputs [all_inputs -no_clocks]
set_input_delay [expr $clk_period * $clk_io_pct] -clock clk0 $non_clock_inputs
set_output_delay [expr $clk_period * $clk_io_pct] -clock clk0 [all_outputs]
==> run notes <==
yosys + openroad results -> number of global-route vias before repair=1153, antenna cell count=0, Yosys top cell by area=sky130_fd_sc_hd__dfxtp_1, result of the run=complete, no violations, type of the worst min-delay path=flop to flop, Tmin final=1650 ps, area reported by Yosys stat=between 0.0015 and 0.002 mm^2, cells resized by post-CTS repair=0, number of vias after detailed routing=1161, startpoint type of the worst setup path=flop, worst setup slack after placement=~270 ps, worst-case setup margin in the final layout=346 ps, pin slew with the least headroom to its limit=465 ps, Die H=approximately 110 um, Worst path slowest cell=sky130_fd_sc_hd__clkdlybuf4s50_1, filler instances=about 870, Synth async-reset ratio=0%, buffer-and-inverter tally for the worst setup path=1, DRC marker count from the first detailed-route iteration=60, post-route DRC violation count=0, post-synth tally of flip-flops with integrated enable=0, post-synthesis cell count=164, Overall Global Routing Usage=5.08%, ys cells=around 160, Critical Path Sink Type=output pin, Layout Skew=approximately 7.7 ps, non-filler instance count after layout=299, final hold violations=0, quantity of I/O buffers inserted on ports=26, clock tree from TritonCTS=yes, global-route wire length before repair=5.47 mm, chain of cells forming the critical path=clkdlybuf4s50_1, total congestion overflow=0, worst-skew pair later-pin latency=290 ps, total I/O pin count=27, stage-log warning count=26, Floorplan Core Area=a little over 0.008 mm^2, buffers from clock root to sink, at most=2, post-synth cell types=32, dominant register cell in the synthesized netlist=sky130_fd_sc_hd__dfxtp_1, area added between synthesis and finish=31.7%, TritonCTS Buffers=5, critical path start-end classification=flop to output pin, antenna violations before repair=0, required time worst endpoint=about 1600 ps, Layout Utilization=25.3%, antenna violation net count after detailed routing=0, critical path peak fanout=2, drt pass-1 iters=4, combined flip-flop and latch cell area=781 um^2, most instantiated library cell after synthesis=sky130_fd_sc_hd__dfxtp_1, IR drop worst, VDD=0.467 mV, pin count of the biggest net entering global routing=19, cycle use final=82.7%, H-tree level count=2, Final Routed Wirelength=~3.2 mm, mean post-synth cell area=9.61 um^2, leakage power figure=roughly 0.00085 uW, Max transition margin=68.9%, Post-CTS Hold Fix Bufs=0, placed inst area=0.00194 mm^2, effective utilization at floorplan=about a fifth, RSZ-0062 raised after global routing=false, count of yosys warnings during synthesis=1, Gate Area=734 um^2, number of standard-cell rows in the floorplan=33, average vias per placed instance=3.88, highest clock rate=between 0.6 and 0.7 GHz, CTS sink cnt=39, total negative slack for setup checks=0 ps, Die X=112 um, power density over cell area=a little under 800 mW/mm^2, top cells by area, synth=sky130_fd_sc_hd__dfxtp_1 (50%), sky130_fd_sc_hd__mux2i_1 (11%), sky130_fd_sc_hd__nand2_1 (9.0%), sky130_fd_sc_hd__a21oi_1 (3.8%), sky130_fd_sc_hd__ha_1 (3.2%), area of the die=0.0125 mm^2, share of final-layout standard cells stronger than drive strength 1=7.73%, top-area cell type share of the netlist area=49.5%, clock transition at the registers of the reported paths=70 ps, weighted congestion reported at the end of routability-driven placement=0.771, cell count after placement=between 200 and 300, maximum capacitance violations=0, CP delay by family, top=buffers and inverters, Setup Viol. Count Final=0, delay of the slowest critical-path stage=520 ps, DR WL/cell=10.7 um, final-report max-slew violation count=0, endpoint arrival time on the critical path=approximately 1300 ps, dpl hpwl=about 2.3 mm, post-synthesis instance area=0.00158 mm^2, final non-filler cell area=about 0.0021 mm^2, most used standard cells in the synthesized netlist=sky130_fd_sc_hd__dfxtp_1 (39), sky130_fd_sc_hd__nand2_1 (38), sky130_fd_sc_hd__mux2i_1 (18), sky130_fd_sc_hd__nor2_1 (13), sky130_fd_sc_hd__a21oi_1 (12), register bit total from synthesis=39, count of buffers added by post-CTS timing repair for setup=0, sequential-to-total area share from yosys stat=around half, library cell used as clock root buffer=sky130_fd_sc_hd__clkbuf_8
-- path summary, 6_finish.rpt --
kind | to | depth (start not counted) | startpoint | slack (ps)
setup / recovery | o_ss_n | 1 | o_ss_n$_SDFF_PP1_ | 350
hold / removal | r_baud_counter[0]$_SDFF_PP0_ | 1 | r_baud_counter[0]$_SDFF_PP0_ | 450
setup reg to reg | o_rx_data[1]$_SDFFE_PP0P_ | 6 | r_baud_counter[0]$_SDFF_PP0_ | 410
hold reg to reg | r_baud_counter[0]$_SDFF_PP0_ | 1 | r_baud_counter[0]$_SDFF_PP0_ | 450
-- power by group --
part | leakage (uW) | switching (uW) | internal (uW) | total, uW
Combinational | 0.000474 | 14.4 | 29.3 | 43.7
Clock | 0.0000644 | 275 | 497 | 773
Sequential | 0.000315 | 3.24 | 779 | 782
-- state kept, by name, indices dropped and copies added, names as in the netlist --
signal,count
o_mosi,1
o_rx_data,8
o_rx_int,1
o_sck,1
o_ss_n,1
o_tx_int,1
r_baud_counter,3
r_rx_counter,3
r_shift_miso,7
r_shift_mosi,8
r_ss_n_state,4
r_tx_valid,1
-- cells in the final DEF (no fill, tap or decap), drive strengths merged --
cell	instances
or2	1
and4bb	1
mux2i	18
a31oi	1
nor3	1
nand3b	2
nand3	3
a21oi	12
nor2b	2
nor2	14
ha	4
inv	3
bufinv	2
clkdlybuf4s50	26
nand2b	2
a41o	1
dfxtp	39
a21boi	1
clkbuf	5
and2	4
nand2	39
o21ai	1
o2111ai	1
a32o	1
and4	1
buf	3
and3	2
xnor2	2
mux4	1
clkinvlp	1
-- metrics by stage --
step	hold slack, ps	total power, uW
2_1_floorplan	417	812
3_3_place_gp	430	844
3_5_place_dp	442	844
4_1_cts	456	1620
5_1_grt	473	1650
6_report	454	1600
-- cell type report --
| cell class | instances | area share (%) |
|---|---|---|
| sequential | 39 | 37.6 |
| multi-input combinational | 115 | 35.4 |
| timing repair buffer | 29 | 13.6 |
| tap | 105 | 6.33 |
| clock buffer | 5 | 3.31 |
| clock inverter | 3 | 3.25 |
| inverter | 3 | 0.542 |
-- kinds of logic after synthesis --
group	share of synthesized area (%)
adder cells (fa/ha/maj)	3.17
buffers and inverters	3.89
flip-flops	49.5
multiplexers	13.1
XOR/XNOR	1.11
AND/OR/NAND/NOR	22.4
AND-OR/OR-AND	6.83
-- metal layers --
| metal | global-route usage (%) | share of wire, % | vias up |
|---|---|---|---|
| met3 | 2.44 | 8.1 | 4 |
| met1 | 7.15 | 51 | 520 |
| met2 | 7.07 | 40 | 23 |
| met4 | 0.677 | 1.1 | 0 |
| li1 | - | - | 614 |
| met5 | 0 | 0 | - |
No activity file was given, so power comes from the tool's default toggle rates.

===== ./constraint.sdc =====
current_design PWM_RegInterface

set clk_period 1.0
set clk_io_pct 0.2

create_clock -name clk0 -period $clk_period [get_ports {i_clk}]

set non_clock_inputs [all_inputs -no_clocks]
set_input_delay [expr $clk_period * $clk_io_pct] -clock clk0 $non_clock_inputs
set_output_delay [expr $clk_period * $clk_io_pct] -clock clk0 [all_outputs]

===== ./config.mk =====
export PLATFORM = sky130hd
export DESIGN_NAME = PWM_RegInterface
export DESIGN_NICKNAME = PWM_RegInterface
export VERILOG_FILES = /design/flow/design.v
export SDC_FILE = /design/flow/constraint.sdc
export NUM_CORES = 4
export LEC_CHECK = 1
export CORE_AREA = 10 10 80 80
export DIE_AREA = 0 0 90 90

===== ./run.sh =====
#!/bin/bash
# OpenROAD 26Q1-2900-gdf79404cd8, Yosys 0.63+post, stock flow scripts
make -C /OpenROAD-flow-scripts/flow DESIGN_CONFIG=/design/flow/config.mk WORK_HOME=/design/flow/orfs finish

===== ./design.v =====
module PWM_RegInterface 
#(parameter R = 8)
(
  input                  i_clk,
  input                  i_rst,
  input      [R-1:0] i_duty_cycle,       
  input                  i_duty_cycle_we,    
  input      [R-1:0] i_switch_freq,      
  input                  i_switch_freq_we,   
  output reg [R-1:0] o_duty_cycle,       
  output reg [R-1:0] o_switch_freq       
);
  always @(posedge i_clk or posedge i_rst) begin
    if (i_rst) begin
      o_duty_cycle  <= 'h0;
      o_switch_freq <= 'h0;
    end else begin
      if (i_duty_cycle_we) begin
        o_duty_cycle <= i_duty_cycle;
      end
      if (i_switch_freq_we) begin
        o_switch_freq <= i_switch_freq;
      end
    end
  end
endmodule

==> results.tsv <==
metric	value	unit
maxCapViolations	0	
fin_setup_tns	0	ns
diodes	0	
root_buffer	clkbuf_8	
edf_count	0	
period_needed	0.983	ns
placed_area	1220	sq um
fp_util	0.141	
area_delta_synth_final	83.5	%
layout-drive-gt1-share	0.600	
common_cells	dfrtp_1, mux2_4, buf_6, inv_1	
ant_nets	0	
worst_pin_slew	0.150	ns
htreeDepth	1	
worst-path-buf-inv	2	
cp.arrival	1.11	ns
min_period_over_period	0.983	
seq_area	400	sq um
fmax	1.02	GHz
postLayoutCoreUtil	0.259	
worstPathCellList	buf_4 > buf_4 > mux2_4	
ys.flops	16	
cts_hold_buf	0	
row_count	25	
leakagePower	0.599	nW
hold_class	primary input to asynchronous set/reset pin	
synthCells	35	
yosysChipArea	667	sq um
finish.instance_area	1220	sq um
critPathRequiredTime	1.13	ns
fin_ws	0.0170	ns
grt_pass1_vias	573	
ys_types	4	
pre_cts_slack	-0.282	ns
hold_violations	0	
cts_buffers	3	
drt_iter0_drc	7	
status	finished, final reports clean	
postSynthSeqShare	0.600	
netlist.area_leader.share	0.600	
r2r_slack	0.02	ns
timing.hold.ws	0.272	ns
synthArstFlopShare	1.00	
wirelength	1790	um
max_stage_delay	0.37	ns
cts_tree	yes	
synth_area_per_cell	19.1	sq um
gp_congestion	0.683	
critPathLaunchType	flop	
antenna_found_initial	0	
powerDensity	1300	nW/um^2
fp.dieH	90	um
finalClockSkew	0	ns
portBuffers	35	
r2r-start	o_duty_cycle[6]	
grt_usage	0.0467	
r2r-end	o_duty_cycle[6]	
clock_latency	0.24	ns
r2r_cells	3	
setup_viol	0	
crit_top_cell	buf_4	
nFillCells	483	
grt-ovfl-total	0	
cp_max_fo	2	
fp.dieW	90	um
grt_setup_unrepaired	true	
drc	0	
drtPass1Iterations	2	
crit_slowest_cell	dfrtp_1	
clock_sinks	16	
crit_start	o_duty_cycle[6]	
tool_warnings	27	
boundaryPins	36	
flop_cell	dfrtp_1	
worstSetupPathType	flop to flop	
vdd_drop_max	0.368	mV
viasPerCell	2.99	
wl_per_cell	11.4	um
yosysWarnings	1	
grt_max_degree	17	
max_slew_margin	0.900	
synth_top_cell_by_area	dfrtp_1	
crit_family	flip-flops	
yosysCellCount	35	
critPathCaptureType	flop	
comb_area	240	sq um
grt_pass1_wl	3110	um
topCellsByArea	dfrtp_1, mux2_4, buf_6	
die-area	8100	sq um
clockBufferDepth	2	
clkTransAtPathRegs	0.06	ns
core_area	4720	sq um
vias	470	
netlist_area	667	sq um
finalMaxSlewViolations	0	
==> per-layer routing <==
layer	part of all wire	GRT usage	vias to the layer above	wire, um
li1	-	-	228	-
met1	0.39	0.0525	226	696
met2	0.53	0.0835	13	951
met3	0.068	0.0176	3	121
met4	0.012	0.00663	0	21
met5	0	0	-	0
==> flip-flops by register name, summed over array words and instances (netlist names) <==
register / cells
o_duty_cycle: 8
o_switch_freq: 8
==> kinds of logic after synthesis <==
kind of cell and synth area share:
mux 0.360, buf+inv 0.0394, flops 0.600
==> area by class of cell <==
cell class | instances | share of cell area
clock buffers | 3 | 0.0337
flip-flops and latches | 16 | 0.327
well taps | 67 | 0.0685
multi-input cells | 16 | 0.196
repair buffers | 54 | 0.371
inverters | 1 | 0.00307
==> worst reg2reg max path: stages (launching register included) <==
cell     delay [ns]
dfrtp_1        0.37
buf_4          0.13
buf_4          0.12
mux2_4         0.25
==> report_power, final <==
| part | leakage (nW) | switching (mW) | internal [mW] |
|---|---|---|---|
| clock network | 0.0216 | 0.196 | 0.266 |
| logic | 0.390 | 0.0906 | 0.296 |
| registers | 0.187 | 0.0342 | 0.713 |
| total | 0.599 | 0.321 | 1.28 |
==> layout by cell type (no fill, tap or decap) <==
| master | instances |
|---|---|
| dfrtp_1 | 16 |
| clkbuf_8 | 3 |
| buf_2 | 16 |
| buf_6 | 4 |
| clkdlybuf4s50_1 | 17 |
| buf_12 | 2 |
| mux2_4 | 16 |
| dlygate4sd2_1 | 1 |
| inv_1 | 1 |
| dlymetal6s2s_1 | 1 |
| buf_4 | 13 |
==> worst max-delay path by stage <==
stage	endpoint	slack, ns	cells after the start
after global routing	o_switch_freq[1]	-0.001	3
final	o_duty_cycle[6]	0.02	3
after CTS	o_duty_cycle[1]	-0.008	3
==> per-stage QoR <==
stage / instances / total power, mW
6_report: 157 / 1.60
4_1_cts: 160 / 1.64
5_1_grt: 157 / 1.68
2_1_floorplan: 35 / 0.873
3_3_place_gp: 151 / 1.19
3_5_place_dp: 151 / 1.19
==> what timing repair did <==
item,CTS,global route
pin swaps,0,0
endpoints found under the setup margin,32,11
cloned,0,0
buffers inserted,6,0
resized,49,5
Power is estimated from default activity; no workload was simulated.

--- flow/design.v ---
module Pwm_In
    #(parameter R = 8, TimerBits = 15)(
    input clk,
    input reset_n,
    input [R:0] duty,  
    input [TimerBits - 1:0] Final_Value,  
    input ready,  
    output reg done,  
    output pwm_out
    );
    reg [R:0] duty_reg;
    reg [R - 1:0] Q_Next, Q_Reg;
    reg D_Reg;
    reg D_Next;
    wire step;
    always @(posedge clk or negedge reset_n)
    begin
        if (!reset_n)
        begin
            Q_Reg <= {R{1'b1}};
            D_Reg <= 1'b0;
            duty_reg <= 'b0;
            done <= 1'b0;
        end
        else
        begin
            if (step)
            begin
                Q_Reg <= Q_Next;
                D_Reg <= D_Next;
            end
            if ( step && ready)  
            begin
                duty_reg <= duty;  
                done <= 1'b1;  
            end
            else
            begin
                done <= 1'b0;  
            end
        end
    end
    always @*
    begin
        Q_Next = Q_Reg + 1;
        D_Next = (Q_Reg < duty_reg);
    end
    assign pwm_out = D_Reg;
    Timer_In #(.Bits(TimerBits)) timer0 (
        .clk(clk),
        .reset_n(reset_n),
        .enable(1'b1),
        .Final_Value(Final_Value),
        .done(step)
    );
endmodule
module Timer_In
    #(parameter Bits = 4)(
    input clk,
    input reset_n, 
    input enable,
    input [Bits - 1:0] Final_Value,
    output done
    );
    reg [Bits - 1:0] Q_Reg, Q_Next;
    always @(posedge clk, negedge reset_n)
    begin
        if (~reset_n)
            Q_Reg <= 'b0;
        else if (enable)
            Q_Reg <= Q_Next;
        else
            Q_Reg <= Q_Reg;
    end
    assign done = Q_Reg == Final_Value;
    always @(*)
        Q_Next = done? 'b0: Q_Reg + 1;
endmodule
--- flow/run.sh ---
#!/bin/bash
# OpenROAD 26Q1-2900-gdf79404cd8, Yosys 0.63+post, stock flow scripts
make -C /OpenROAD-flow-scripts/flow DESIGN_CONFIG=/design/flow/config.mk WORK_HOME=/design/flow/orfs finish
--- flow/config.mk ---
export PLATFORM = sky130hd
export DESIGN_NAME = Pwm_In
export DESIGN_NICKNAME = Pwm_In
export VERILOG_FILES = /design/flow/design.v
export SDC_FILE = /design/flow/constraint.sdc
export NUM_CORES = 4
export LEC_CHECK = 1
export CORE_AREA = 10 10 108 108
export DIE_AREA = 0 0 118 118
--- flow/constraint.sdc ---
current_design Pwm_In

set clk_period 3.2
set clk_io_pct 0.2

create_clock -name clk0 -period $clk_period [get_ports {clk}]

set non_clock_inputs [all_inputs -no_clocks]
set_input_delay [expr $clk_period * $clk_io_pct] -clock clk0 $non_clock_inputs
set_output_delay [expr $clk_period * $clk_io_pct] -clock clk0 [all_outputs]
==> reports/results.tsv <==
stage	metric	value	unit
global_route	first-pass GRT wire length	6527	um
drt	DRT antenna net count	0	
clock_network	hold buffers post-CTS	0	
final_timing	hold violation total from the final report	0	
floorplanning	Die ar.	13920	sq um
floorplanning	Die Ht	118	um
final_timing	skew final	0.004620	ns
drt	drt via density	3.778	
worst_setup_path	WS Path Type	in2reg	
synth	EDFF count, synth	0	
finish	number of flip-flops in the largest register	15	
final_timing	Tmin final	2.346	ns
drt	Ant. Diodes	0	
final_timing	worst slew pin tran	0.4153	ns
global_route	initial antenna violation count	0	
synth	ys flops	34	
worst_setup_path	critical-path maximum fanout	10	
clock_network	CTS buffer count	5	
placed_design	post-DP HPWL	2857	um
clock_network	CTS H-tree lvls	2	
clock_network	clk latency late pin	0.28	ns
power_and_ir_drop	total power divided by cell area	519.8	nW/um^2
power_and_ir_drop	worst IR drop on VDD	0.0001927	V
flow_run	# Max-Cap Violations	0	
drt	DRT Pass-1 Iters	4	
synth	yosys cell count	168	
final_timing	final setup TNS	0	ns
synth	distinct lib cells	29	
final_timing	fmax	426.2	MHz
synth	Ys Warns	2	
hold_path	worst hold path type	reg2reg	
clock_network	post-cts resize count	0	
clock_network	CTS Buffer Depth	2	
final_timing	final setup vio count	0	
synth	most area-consuming cells after synthesis	dfrtp_1 35%, xnor2_1 14%, dfstp_2 11%, mux2_4 7.2%, ha_1 6.0%	
finish	share of cells above drive strength 1	15.69	%
synth	top cells by count	29 x xnor2_1, 26 x dfrtp_1, 21 x nor2_1	
floorplanning	Die X	118	um
drt	total wire length	3736	um
floorplanning	Core ar.	9284	sq um
clock_network	CTS clk-pin slew, worst paths	0.07	ns
final_timing	Slew HR	72.11	%
floorplanning	fp_density	20.11	%
worst_setup_path	CP Data Required Time	3.37	ns
placed_design	PortBufs	28	
synth	ys flop type	dfrtp_1	
global_route	largest net degree at the start of global routing	35	
synth	cell area after synthesis	1867	sq um
global_route	Congestion Overflow GR	0	
final_timing	Final period util	73.33	%
worst_setup_path	CP endpoint kind	flip-flop	
power_and_ir_drop	leakage	0.9416	nW
final_timing	hold_ws	0.4967	ns
worst_setup_path	Arrival @ worst endpoint	2.51	ns
floorplanning	# rows	35	
final_timing	RSZ-0062 raised after global routing	no	
global_route	vias in the first global route	1328	
global_route	gr usage total	5.587	%
clock_network	CTS tree	built	
status	outcome	completed	
placed_design	GPL Wtd Cong	0.7870	
drt	DRC	0	
synth	most common cell in the synthesized netlist	xnor2_1	
synth	Max-area cell share	34.85	%
drt	WL per Instance	11.22	um
clock_network	Post-CTS Setup Bufs	0	
synth	Syn Area/Cell	11.11	sq um
synth	FFs w/ async S/R, synth	100.0	%
finish	area grow syn2layout	28.95	%
synth	YS chip area	1867	sq um
final_timing	max-slew violations	0	
flow_run	OpenROAD warning count	25	
worst_setup_path	CP startpoint kind	input pin	
floorplanning	IO Count	29	
synth	Post-synth seq share	46.11	%
drt	Initial DRC Count	73	
clock_network	clock root buffer	clkbuf_8	
clock_network	CTS Sinks	34	
synth	Gate Count Post-Synth	168	
synth	Yosys top cell by area	dfrtp_1	
drt	via count	1258	
==> worst max-delay path, cell delays in order <==
cell and delay [ns]:
clkdlybuf4s50_1 0.47, xnor2_1 0.12, nand4_1 0.18, nor4_4 0.35, and3_1 0.22, buf_4 0.22, mux2_4 0.32
==> cells in the final DEF, fill, tap and decap left out, drive strengths merged, types with 8 or more instances in the layout <==
master,netlist,final
nand3,10,10
ha,9,9
clkdlybuf4s50,0,28
xnor2,29,29
clkbuf,0,8
inv,10,10
nor2,21,21
dfrtp,26,26
dfstp,8,8
mux2,10,10
==> metal layers <==
metal / vias up / track usage, % / part of all wire [%]
met5: - / 0 / 0
met1: 601 / 7.197 / 46
met4: 0 / 0.9274 / 2.2
met2: 20 / 9.301 / 47
met3: 5 / 1.507 / 4.6
li1: 632 / - / -
==> final timing paths <==
| path | cells after the start | slack, ns | to | start |
|---|---|---|---|---|
| worst max-delay path | 7 | 0.85 | duty_reg[7]$_DFFE_PN0P_ | Final_Value[14] |
| worst min register to register | 1 | 0.50 | Q_Reg[7]$_DFFE_PN1N_ | Q_Reg[7]$_DFFE_PN1N_ |
| worst min-delay path | 1 | 0.50 | Q_Reg[7]$_DFFE_PN1N_ | Q_Reg[7]$_DFFE_PN1N_ |
| worst max register to register | 6 | 1.21 | duty_reg[7]$_DFFE_PN0P_ | timer0.Q_Reg[0]$_DFF_PN0_ |
| max in group asynchronous | 2 | 2.10 | Q_Reg[0]$_DFFE_PN1N_ | reset_n |
| min in group asynchronous | 2 | 0.76 | duty_reg[5]$_DFFE_PN0P_ | reset_n |
==> stage by stage <==
step           setup WS (ns)  util, %  std cells  total power, mW  area (sq um)
2_1_floorplan          1.201        -        168           0.8133          1867
3_5_place_dp          0.5322    24.74        325           0.8914          2297
4_1_cts               0.8315    25.93        333            1.267          2407
3_3_place_gp          0.5758    24.74        325           0.8885          2297
5_1_grt               0.7285    25.93        333            1.342          2407
6_report              0.8536    25.93        333            1.251          2407
==> cell families (layout without fill, tap and decap cells) <==
logic type,Yosys count,after routing,synth area share (%)
flops,34,34,46.11
simple gates,59,59,16.62
buf+inv,14,50,4.223
fa+ha+maj,9,9,6.032
mux,11,11,8.378
compound gates,6,6,2.212
xor+xnor,35,35,16.42
==> cell type report <==
cell class | count | area, sq um
Inverter | 10 | 37.54
Multi-Input combinational cell | 120 | 927.1
Sequential cell | 34 | 860.8
Timing Repair Buffer | 32 | 310.3
Clock buffer | 8 | 110.1
Tap cell | 129 | 161.4
Fill cell | 992 | 6877
==> where the power goes <==
part	switching (mW)	internal, mW	total (mW)
clock network	0.151	0.217	0.368
logic	0.107	0.157	0.265
registers	0.109	0.510	0.619
Power and IR drop assume default switching activity.
